==> design.v <==
module HighClockToLowClock(HighClock, HighFreq, LowFreq, LowClock);
	input HighClock;
	input [31:0] HighFreq;
	input [31:0] LowFreq;
	output reg LowClock;
	integer counter = 32'h00000000;
	wire [31:0] cap;
	assign cap = HighFreq / LowFreq;
	always@(posedge HighClock)
	begin
		if (counter == cap)
		begin
			counter <= 32'h00000000;
			LowClock <= !LowClock;
		end
		else
		begin
			counter <= counter + 32'h00000001;
			LowClock <= LowClock;
		end
	end
endmodule
==> run.sh <==
#!/bin/bash
# OpenROAD 26Q1-2900-gdf79404cd8, Yosys 0.63+post, stock flow scripts
make -C /OpenROAD-flow-scripts/flow DESIGN_CONFIG=/design/flow/config.mk WORK_HOME=/design/flow/orfs finish
==> config.mk <==
export PLATFORM = sky130hd
export DESIGN_NAME = HighClockToLowClock
export DESIGN_NICKNAME = HighClockToLowClock
export VERILOG_FILES = /design/flow/design.v
export SDC_FILE = /design/flow/constraint.sdc
export NUM_CORES = 4
export LEC_CHECK = 1
export CORE_UTILIZATION = 50
==> constraint.sdc <==
current_design HighClockToLowClock

set clk_period 190.7
set clk_io_pct 0.2

create_clock -name clk0 -period $clk_period [get_ports {HighClock}]

set non_clock_inputs [all_inputs -no_clocks]
set_input_delay [expr $clk_period * $clk_io_pct] -clock clk0 $non_clock_inputs
set_output_delay [expr $clk_period * $clk_io_pct] -clock clk0 [all_outputs]
==> reports/metrics.cfg <==
[clock_network]
postCtsHoldBufs=0
cts_num_sinks=33
clock.latency.late_pin_ps=270
cts_buffers=5
clkSlewWorstSetupHoldPaths_ps=50
cts_resized=0
post_cts_buffers=0
root_buffer=clkbuf_16
htree_levels=2
cts_buffer_depth=2
cts_tree=yes

[pwr]
irDropWorstVdd_uv=4.04
power_density_mw_per_mm2=4.24
p_leak_nw=14.9

[setup_path]
critPathRequiredTime_ps=190650
cp.arrival_ps=119700
critPathCaptureType=flip-flop
endpoint=LowClock$_DFFE_PN_
timing.rr.end=LowClock$_DFFE_PN_
reg2reg_from=counter[29]$_SDFF_PN0_
cp-start-kind=input pin
critical_path.max_fanout=50
r2r_slack_ps=187560
critPathLaunch=LowFreq[22]
critPathSlowestCell=o21ai_1
crit_type=input pin to flip-flop
r2r_cells=11
cp_slowest_stage_delay_ps=890

[timing]
slew_headroom_pct=27.5
max_clock_freq_mhz=8.35
fin_worst_skew_ps=2.38
period_minus_slack_ps=119750
rsz0062_at_grt=false
slew_violations=0
final_hold_viol_count=0
finalSetupViolCount=0
fin_tns_setup_ps=0
max_slew.worst_pin.slew_ps=1080
finalClockPeriodUsage_pct=62.8
whs_ps=560

[yosys]
ys_types=104
synth-seq-cells=33
top_cells_by_area=ha_1, xnor2_1, a21oi_1
synth_seq_share_pct=2.17
yosys_cells=4558
async_flop_share_pct=0
synth.most_common_cell=ha_1
top_cells_by_count=ha_1, nor2_1, nand2_1
yosys.area.top_type=ha_1
edf_count=1
synth_cells=4558
yosys_area_mm2=0.0309
synthesis.area_mm2=0.0309
ys.flop_type=dfxtp_1
yosysWarnings=1
yosysTopAreaCellShare_pct=21.4
syn_area_per_cell_um2=6.79

[flow_run]
max_cap_violations=0
warnings=26

[floorplanning]
core_area_mm2=0.0608
die_h_um=251
initCoreUtil_pct=50.9
die_w_um=251
num_rows=90
top_level_ports=66
chipArea_mm2=0.0629

[final_layout]
layout-drive-gt1-share_pct=5.92
syn2layout_area_growth_pct=6.15
finish.utilization_pct=54.0

[placed_design]
dp_hpwl_um=103000
port_buffers=65
gp_congestion=1.08

[grt]
grt_use_total_pct=39.6
overflow=0
antenna_found_initial=4
grt_start_max_net_pins=51
grt_pass1_vias=31300
grt_pass1_wl_um=189000

[routing]
vias=34700
wl_per_cell_um=23.4
drtPass1Iterations=6
drt_iter0_drc=3441
routed_wl_um=126000
ant_nets=0
drt_drc_violations_left=0
vias_per_cell=6.48

[outcome]
outcome=finished clean

[worst_hold_path]
min_from=counter[0]$_SDFF_PN0_
min_path_type=flip-flop to flip-flop
min_path_cells=1

## report_power, final
group	switching, mW	internal [mW]	leakage, nW
sequential	0.00192	0.00819	0.269
combinational	0.0709	0.0488	14.5
clock	0.00282	0.00652	0.0841
## stage by stage
| step | instance area, um^2 | power [mW] | setup WS (ps) | cells |
|---|---|---|---|---|
| 2_1_floorplan | 30900 | 0.0980 | 83760 | 4558 |
| 3_3_place_gp | 32700 | 0.128 | 73250 | 5350 |
| 3_5_place_dp | 32700 | 0.126 | 73050 | 5350 |
| 4_1_cts | 32800 | 0.137 | 73160 | 5358 |
| 5_1_grt | 32800 | 0.152 | 65620 | 5358 |
| 6_report | 32800 | 0.139 | 70950 | 5359 |
## worst min path at each step
stage                  endpoint  slack [ps]
6_report  counter[0]$_SDFF_PN0_         560
5_1_grt   counter[6]$_SDFF_PN0_         610
4_1_cts   counter[0]$_SDFF_PN0_         550
## cells by family (layout without fill, tap and decap cells)
family          count (synthesis)  count (layout)  share of synthesized area [%]
simple gates                 1685            1685                           25.7
flops                          33              33                           2.17
compound gates               1506            1506                           32.2
other cells                     0               1                              0
buf+inv                       315             333                           4.00
fa+ha+maj                     530             530                           21.4
xor+xnor                      395             395                           11.2
mux                            94              94                           3.32
## per-layer routing
metal / global-route usage [%] / share of wire [%] / wire [um]
met5: 0 / 0.021 / 26
met4: 9.43 / 3.1 / 3890
met3: 8.75 / 10 / 12900
met2: 57.7 / 41 / 50900
met1: 58.9 / 46 / 57900
## critical path: cells and delay by family
kind	cells	cell delay, ps
buffers and inverters	19	4560
adders and majority gates	31	10170
and+or+nand+nor	92	22930
AOI/OAI and AO/OA	141	41120
muxes	7	2590
## final cells by class
type                       instances  area [um^2]
tap                              782          978
clock inverter                     1         30.0
clock buffer                       7          143
antenna                            1         2.50
timing repair buffer             149         1280
inverter                         176          661
sequential                        33          671
multi-input combinational       4210        29100
fill                            6202        28000
## cells in the final DEF, fill, tap and decap left out, drive strengths merged, types with 34 or more instances in the layout
master	n
o211ai	55
nand3	147
a211oi	53
a31oi	73
ha	530
a21oi	402
buf	84
and3	46
nor2	500
nor2b	64
or2	34
o21ai	279
xor2	154
nor3	139
nand2b	47
inv	175
mux2	64
nand2	486
o21bai	43
xnor2	241
or3	54
o21a	122
clkdlybuf4s50	65
a21o	149
nand4	50
o31ai	46
## registers in the layout, summed over array words and instances (netlist names)
name      flops
counter      32
LowClock      1
No activity file was given, so power comes from the tool's default toggle rates.
