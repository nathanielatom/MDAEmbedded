--- flow/constraint.sdc ---
current_design serializer

set clk_period 2.1
set clk_io_pct 0.2

create_clock -name clk0 -period $clk_period [get_ports {KEY}]

set non_clock_inputs [all_inputs -no_clocks]
set_input_delay [expr $clk_period * $clk_io_pct] -clock clk0 $non_clock_inputs
set_output_delay [expr $clk_period * $clk_io_pct] -clock clk0 [all_outputs]
--- flow/design.v ---
module D_FF_with_Enable(clk, resetn, enable, d, q);
	input clk;
	input resetn;
	input enable;
	input d;
	output reg q;
	always @(posedge clk or negedge resetn)
	begin
		if (!resetn)
		begin
			q <= 1'b0;
		end
		else
		begin
			if (enable)
			begin
				q <= d;
			end
		end
	end
endmodule
module FourBitCounterAsync(clk, resetn, enable, q);
	input clk;
	input resetn;
	input enable;
	output [3:0]q;
	T_FF_with_Enable_Async Three(clk, resetn, enable, q[0] & q[1] & q[2], q[3]);
	T_FF_with_Enable_Async Two(clk, resetn, enable, q[0] & q[1], q[2]);
	T_FF_with_Enable_Async One(clk, resetn, enable, q[0], q[1]);
	T_FF_with_Enable_Async Zero(clk, resetn, enable, 1'b1, q[0]);
endmodule
module SevenSegmentDisplayDecoder(ssOut, nIn);
  output reg [6:0] ssOut;
  input [3:0] nIn;
  always @(nIn)
    case (nIn)
      4'h0: ssOut = 7'b1000000;
      4'h1: ssOut = 7'b1111001;
      4'h2: ssOut = 7'b0100100;
      4'h3: ssOut = 7'b0110000;
      4'h4: ssOut = 7'b0011001;
      4'h5: ssOut = 7'b0010010;
      4'h6: ssOut = 7'b0000010;
      4'h7: ssOut = 7'b1111000;
      4'h8: ssOut = 7'b0000000;
      4'h9: ssOut = 7'b0011000;
      4'hA: ssOut = 7'b0001000;
      4'hB: ssOut = 7'b0000011;
      4'hC: ssOut = 7'b1000110;
      4'hD: ssOut = 7'b0100001;
      4'hE: ssOut = 7'b0000110;
      4'hF: ssOut = 7'b0001110;
      default: ssOut = 7'b0110110;
    endcase
endmodule
module ShiftRegisterWEnableSixteenAsyncMuxedInput(clk, resetn, enable, select, d, q);
	input	clk;
	input	resetn;
	input	enable;
	input select;
	input	[15:0] d;
	output [15:0] q;
	wire	[15:1]muxOut;
	mux2to1_1bit One_mux(.data1x(d[1]), .data0x(q[0]), .sel(select), .result(muxOut[1]) );
	mux2to1_1bit Two_mux(.data1x(d[2]), .data0x(q[1]), .sel(select), .result(muxOut[2]) );
	mux2to1_1bit Three_mux(.data1x(d[3]), .data0x(q[2]), .sel(select), .result(muxOut[3]) );
	mux2to1_1bit Four_mux(.data1x(d[4]), .data0x(q[3]), .sel(select), .result(muxOut[4]) );
	mux2to1_1bit Five_mux(.data1x(d[5]), .data0x(q[4]), .sel(select), .result(muxOut[5]) );
	mux2to1_1bit Six_mux(.data1x(d[6]), .data0x(q[5]), .sel(select), .result(muxOut[6]) );
	mux2to1_1bit Seven_mux(.data1x(d[7]), .data0x(q[6]), .sel(select), .result(muxOut[7]) );
	mux2to1_1bit Eight_mux(.data1x(d[8]), .data0x(q[7]), .sel(select), .result(muxOut[8]) );
	mux2to1_1bit Nine_mux(.data1x(d[9]), .data0x(q[8]), .sel(select), .result(muxOut[9]) );
	mux2to1_1bit Ten_mux(.data1x(d[10]), .data0x(q[9]), .sel(select), .result(muxOut[10]) );
	mux2to1_1bit Eleven_mux(.data1x(d[11]), .data0x(q[10]), .sel(select), .result(muxOut[11]) );
	mux2to1_1bit Twelve_mux(.data1x(d[12]), .data0x(q[11]), .sel(select), .result(muxOut[12]) );
	mux2to1_1bit Thirteen_mux(.data1x(d[13]), .data0x(q[12]), .sel(select), .result(muxOut[13]) );
	mux2to1_1bit Fourteen_mux(.data1x(d[14]), .data0x(q[13]), .sel(select), .result(muxOut[14]) );
	mux2to1_1bit Fifteen_mux(.data1x(d[15]), .data0x(q[14]), .sel(select), .result(muxOut[15]) );
	D_FF_with_Enable Zero(.clk(clk), .resetn(resetn), .enable(enable), .d(d[0]), .q(q[0]) );
	D_FF_with_Enable One(.clk(clk), .resetn(resetn), .enable(enable), .d(muxOut[1]), .q(q[1]) );
	D_FF_with_Enable Two(.clk(clk), .resetn(resetn), .enable(enable), .d(muxOut[2]), .q(q[2]) );
	D_FF_with_Enable Three(.clk(clk), .resetn(resetn), .enable(enable), .d(muxOut[3]), .q(q[3]) );
	D_FF_with_Enable Four(.clk(clk), .resetn(resetn), .enable(enable), .d(muxOut[4]), .q(q[4]) );
	D_FF_with_Enable Five(.clk(clk), .resetn(resetn), .enable(enable), .d(muxOut[5]), .q(q[5]) );
	D_FF_with_Enable Six(.clk(clk), .resetn(resetn), .enable(enable), .d(muxOut[6]), .q(q[6]) );
	D_FF_with_Enable Seven(.clk(clk), .resetn(resetn), .enable(enable), .d(muxOut[7]), .q(q[7]) );
	D_FF_with_Enable Eight(.clk(clk), .resetn(resetn), .enable(enable), .d(muxOut[8]), .q(q[8]) );
	D_FF_with_Enable Nine(.clk(clk), .resetn(resetn), .enable(enable), .d(muxOut[9]), .q(q[9]) );
	D_FF_with_Enable Ten(.clk(clk), .resetn(resetn), .enable(enable), .d(muxOut[10]), .q(q[10]) );
	D_FF_with_Enable Eleven(.clk(clk), .resetn(resetn), .enable(enable), .d(muxOut[11]), .q(q[11]) );
	D_FF_with_Enable Twelve(.clk(clk), .resetn(resetn), .enable(enable), .d(muxOut[12]), .q(q[12]) );
	D_FF_with_Enable Thirteen(.clk(clk), .resetn(resetn), .enable(enable), .d(muxOut[13]), .q(q[13]) );
	D_FF_with_Enable Fourteen(.clk(clk), .resetn(resetn), .enable(enable), .d(muxOut[14]), .q(q[14]) );
	D_FF_with_Enable Fifteen(.clk(clk), .resetn(resetn), .enable(enable), .d(muxOut[15]), .q(q[15]) );
endmodule
module SixteenTo1SerializerUsingAFSMwAsync(clock, resetn, data_input, data_output, data_sent, start, data_loaded, ss, counter_done, y_Q, Y_D, allOfDataOut, counter_start, muxSel, counter_bit);
	input clock;
	input resetn;
	input [15:0]data_input;
	output data_output;
	output data_sent;
	input start;
	output reg data_loaded;
	input ss;
	output reg counter_done;
	output reg [1:0] y_Q;
	output reg [1:0] Y_D;
	output [15:0] allOfDataOut;
	output muxSel;
	output counter_start;
	output [3:0]counter_bit;
	assign counter_done = counter_bit[3] & counter_bit[2] & counter_bit[1] & counter_bit[0];
	assign data_loaded = (allOfDataOut == data_input) ? 1 : 0;
	parameter START = 2'b00, LOAD = 2'b01, WAIT = 2'b10, SEND = 2'b11;
	always @(start, ss, counter_done, data_loaded, y_Q)
	begin: state_table
		case (y_Q)
			START: 
				if (start)
					Y_D = LOAD;
				else
					Y_D = START;
			LOAD:
				if (data_loaded)
					Y_D = WAIT;
				else
					Y_D = LOAD;
			WAIT: 
				if (!ss)
					Y_D = SEND;
				else
					Y_D = WAIT;
			SEND: 
				if (counter_done)
					Y_D = START;
				else
					Y_D = SEND;
			default: Y_D = 2'bxx;
		endcase
	end  
	always @(posedge clock or negedge resetn)
	begin: state_FFs
		if (resetn == 0)
			y_Q <= START;
		else
			y_Q <= Y_D;
	end  
	assign muxSel = ~y_Q[1] & y_Q[0];
	assign counter_start = y_Q[1] & y_Q[0];
	FourBitCounterAsync TheClockKing (
										.clk(clock),
										.resetn(resetn),
										.enable(counter_start),
										.q(counter_bit)
									);
	ShiftRegisterWEnableSixteenAsyncMuxedInput CrashOnTheGardner(
																	.clk(clock), 
																	.resetn(resetn), 
																	.enable(y_Q[0]), 
																	.select(muxSel), 
																	.d(data_input), 
																	.q(allOfDataOut) 
																);
	assign data_sent = ~y_Q[1] & ~y_Q[0];
	assign data_output = allOfDataOut[15];
endmodule
module T_FF_with_Enable_Async(clk, resetn, enable, d, q);
	input clk;
	input resetn;
	input enable;
	input d;
	output reg q;
	always @(posedge clk or negedge resetn)
	begin
		if (!resetn)
		begin
			q <= 1'b0;
		end
		else
		begin
			if (enable)
			begin
				if (d)
				begin
				q <= !q;
				end
			end
		end
	end
endmodule
module mux2to1_1bit(input data1x, data0x, sel, output result);
	assign result = (data0x & ~sel) | (data1x	& sel);
endmodule
module serializer(SW, KEY, LEDR, LEDG, HEX3, HEX2, HEX1, HEX0);
	input [9:0]SW;
	input [3:0]KEY;
	output [9:0]LEDR;
	output [7:0]LEDG;
	output [6:0]HEX3;
	output [6:0]HEX2;
	output [6:0]HEX1;
	output [6:0]HEX0;
	wire [15:0] registeel;
	wire [15:0] regigrab;
	assign regigrab[15] = SW[5];
	assign regigrab[14] = SW[5];
	assign regigrab[13] = SW[5];
	assign regigrab[12] = SW[5];
	assign regigrab[11] = SW[4];
	assign regigrab[10] = SW[4];
	assign regigrab[9] = SW[4];
	assign regigrab[8] = SW[4];
	assign regigrab[7] = SW[3];
	assign regigrab[6] = SW[3];
	assign regigrab[5] = SW[3];
	assign regigrab[4] = SW[3];
	assign regigrab[3] = SW[2];
	assign regigrab[2] = SW[2];
	assign regigrab[1] = SW[2];
	assign regigrab[0] = SW[2];
	SevenSegmentDisplayDecoder H3(HEX3, registeel[15:12]);
	SevenSegmentDisplayDecoder H2(HEX2, registeel[11:8]);
	SevenSegmentDisplayDecoder H1(HEX1, registeel[7:4]);
	SevenSegmentDisplayDecoder H0(HEX0, registeel[3:0]);
	SixteenTo1SerializerUsingAFSMwAsync Pileup_on_the_don_valley(.clock(KEY[0]), 
																					.resetn(KEY[1]),
																					.data_input(regigrab), 
																					.data_output(LEDR[9]),
																					.data_sent(LEDG[4]), 
																					.start(SW[0]), 
																					.data_loaded(LEDG[5]),
																					.ss(SW[1]), 
																					.counter_done(LEDG[6]), 
																					.y_Q(LEDG[1:0]), 
																					.Y_D(LEDG[3:2]),
																					.allOfDataOut(registeel),
																					.counter_start(LEDR[0]),
																					.muxSel(LEDG[7]),
																					.counter_bit(LEDR[4:1])
																					);
endmodule
--- flow/config.mk ---
export PLATFORM = sky130hd
export DESIGN_NAME = serializer
export DESIGN_NICKNAME = serializer
export VERILOG_FILES = /design/flow/design.v
export SDC_FILE = /design/flow/constraint.sdc
export NUM_CORES = 4
export LEC_CHECK = 1
export CORE_UTILIZATION = 30
--- flow/run.sh ---
#!/bin/bash
# OpenROAD 26Q1-2900-gdf79404cd8, Yosys 0.63+post, stock flow scripts
make -C /OpenROAD-flow-scripts/flow DESIGN_CONFIG=/design/flow/config.mk WORK_HOME=/design/flow/orfs finish
==> results.cfg <==
; implementation run metrics
[status]
status = finished, violations left
failed_checks = hold timing, setup timing

[final_timing]
setup_viol = 3
period_needed_ns = 2.317
final-max-slew-violation-count = 0
rsz0062_at_grt = yes
setup_slack_ns = -0.2173
finalCritPeriodShare_pct = 110.3
fin_tns_setup_ns = -0.5195
hold_viol_final = 22
skew_ns = 0.0005082
whs_ns = -0.3108
fmax_ghz = 0.4315

[yosys]
yosysWarnings = 10
synthCells = 273
ys_ff = 22
synthFlopType = dfrtp_1
edf_count = 0
synthArstFlopShare_pct = 100.0
ys_chip_area_sq_mm = 0.002071
synth_area_per_cell_sq_um = 7.585
syn_area_sq_mm = 0.002071
ys_cells = 273
ys_seq_share_pct = 26.59
top_area_cell = dfrtp_1
top_cells_by_area = dfrtp_1, ha_1, a21oi_1
yosysTopAreaCellShare_pct = 26.59
synth.distinct_cells = 44

[setup_path]
reg2reg_slack_ns = 0.38
r2r_end = Pileup_on_the_don_valley.y_Q[1]
r2r_cells = 6
critical_path_class = reg2out
end_kind = output pin
cp_max_fo = 2
crit_path_start_kind = flip-flop
crit_arrival_ns = 1.90
endpoint = LEDG[3]
cp_data_required_time_ns = 1.68

[floorplanning]
core-area_sq_mm = 0.006495
ios = 60
chipArea_sq_mm = 0.007239
num_rows = 29
die_x_microns = 85.08
fp_util_pct = 31.88
fp.dieH_microns = 85.08

[global_route]
antenna_found_initial = 0
grt_use_total_pct = 16.12
grt_pass1_vias = 2212
grt_pass1_wl_microns = 9673
grt_max_degree = 33
overflow = 0

[route]
antenna_cells = 0
drc = 0
final_antenna_net_count = 0
drtIter0Drc = 147
totalWireLength_microns = 5827
vias = 2268
detail_route.first_pass.iterations = 6
drt-vias-per-instance = 5.063
drt-wirelength-per-cell_microns = 13.01

[finish]
final_common_cell = buf_4
drive_gt1_share_pct = 46.90
top_register = Pileup_on_the_don_valley.y_Q
fillers = 508
lay_top_cells = buf_4, a21oi_1, nor2_1
fin_area_sq_mm = 0.003627
synthToLayoutAreaGrowth_pct = 75.17
largest_reg_flops = 2
fin_cells = 448

[placed_design]
hpwlAfterDp_microns = 3453
dp_slack_ns = -0.5044
place_congestion = 0.8244
dpl_cell_area_sq_mm = 0.002801
port_buffers = 48
dp_cells = 413

[clock_tree]
clkTransAtPathRegs_ns = 0.06
insertion_delay_ns = 0.23
cts_tree = built

[power_and_ir_drop]
leakage_nw = 1.636
ir_worst_vdd_v = 0.0006122
power_density_mw_per_mm2 = 1171

[flow_run]
maxCapViolations = 0
warnings = 102

[hold_path]
hp-class = clk2async
[per-stage QoR]
step / power, mW / util, %
2_1_floorplan: 1.681 / -
3_3_place_gp: 2.812 / 43.13
3_5_place_dp: 2.814 / 43.13
4_1_cts: 4.058 / 53.13
5_1_grt: 4.720 / 55.85
6_report: 4.248 / 55.85
[power breakdown]
part	switching [mW]	leakage, nW	internal (mW)
clock	0.230	0.0645	0.419
combinational	1.29	1.32	1.68
sequential	0.137	0.255	0.497
[area by class of cell]
class | count | area, sq um | area share (%)
clock buffers | 7 | 96.34 | 2.656
multi-input cells | 209 | 1743 | 48.05
flip-flops and latches | 22 | 555.5 | 15.32
clock inverters | 1 | 30.03 | 0.8279
inverters | 14 | 85.08 | 2.346
repair buffers | 118 | 1021 | 28.15
well taps | 77 | 96.34 | 2.656
[critical path: stages (launching register included)]
cell	delay, ns
dfrtp_1	0.38
or3_4	0.40
o32ai_4	0.28
o2111a_2	0.27
buf_6	0.11
a22o_1	0.14
buf_2	0.09
[synth_stat cells (2+ instances only)]
cell type,n
a211oi_1,2
a21oi_1,36
a22o_1,4
a31oi_1,2
buf_4,15
clkbuf_1,14
dfrtp_1,22
ha_1,20
inv_1,14
mux2_2,2
mux2i_1,7
nand2_1,26
nand2b_1,7
nand3_1,8
nor2_1,34
nor2b_1,6
nor3_1,2
o211ai_1,2
o21a_1,2
o21ai_0,16
o22ai_1,2
o31ai_1,3
o32ai_1,2
or3_1,2
or3b_2,2
xnor2_1,2
xor2_1,2
[per-layer routing]
layer | vias up | global-route usage (%) | part of all wire (%)
li1 | 1118 | - | -
met1 | 1094 | 23.90 | 50
met2 | 48 | 24.63 | 46
met3 | 8 | 2.665 | 2.9
met4 | 0 | 4.777 | 1.4
met5 | - | 0 | 0
[kinds of logic (layout without fill, tap and decap cells)]
kind of cell	count (synthesis)	count (layout)	share of synthesized area, %
AOI/OAI and AO/OA	77	77	22.36
xor gates and xnor gates	4	4	1.692
adders and majority gates	20	20	12.08
buffers and inverters	45	140	11.24
DFF	22	22	26.59
muxes	9	9	4.471
other	1	4	0.1811
and+or+nand+nor	95	95	21.39
[what timing repair did]
item	CTS	global route
hold buffers	0	0
pin swaps	37	28
gates resized	146	70
buffers inserted	23	9
setup endpoints to repair	31	26
[worst min path at each step]
stage,cells past startpoint,to,from,slack [ns]
5_1_grt,2,asynchronous set/reset pin,KEY[1],-0.33
6_report,2,asynchronous set/reset pin,KEY[1],-0.31
4_1_cts,2,asynchronous set/reset pin,KEY[1],-0.32
Power and IR drop assume default switching activity.
