`/design/flow/design.v`:
```
module FiftyMegaHzToFiveMegaHz (FiftyIn, FiveOut);
	input FiftyIn;
	output FiveOut;
	reg [3:0] counter = 4'b0000;
	reg out = 1'b0;
	parameter cap = 4'd10;
	always@(posedge FiftyIn)
	begin
		if (counter < cap)
		begin
			counter <= counter + 4'b0001;
			out <= out;
		end
		else
		begin
			counter <= 4'b0000;
			out <= !out;
		end
	end
	assign FiveOut = out;
endmodule
```
`/design/flow/run.sh`:
```
#!/bin/bash
# OpenROAD 26Q1-2900-gdf79404cd8, Yosys 0.63+post, stock flow scripts
make -C /OpenROAD-flow-scripts/flow DESIGN_CONFIG=/design/flow/config.mk WORK_HOME=/design/flow/orfs finish
```
`/design/flow/config.mk`:
```
export PLATFORM = sky130hd
export DESIGN_NAME = FiftyMegaHzToFiveMegaHz
export DESIGN_NICKNAME = FiftyMegaHzToFiveMegaHz
export VERILOG_FILES = /design/flow/design.v
export SDC_FILE = /design/flow/constraint.sdc
export NUM_CORES = 4
export LEC_CHECK = 1
export CORE_AREA = 10 10 70 70
export DIE_AREA = 0 0 80 80
```
`/design/flow/constraint.sdc`:
```
current_design FiftyMegaHzToFiveMegaHz

set clk_period 1.1
set clk_io_pct 0.2

create_clock -name clk0 -period $clk_period [get_ports {FiftyIn}]

set non_clock_inputs [all_inputs -no_clocks]
set_input_delay [expr $clk_period * $clk_io_pct] -clock clk0 $non_clock_inputs
set_output_delay [expr $clk_period * $clk_io_pct] -clock clk0 [all_outputs]
```
==> flow_summary.json <==
{
  "cts.clk_slew.worst_paths_ps": 40,
  "yosysUniqueCellTypes": 12,
  "worst_pin_slew_ps": 157,
  "crit_slowest_cell": "edfxtp_1",
  "ys.warnings.count": 1,
  "grt_setup_unrepaired": "no",
  "postRouteAntennaNets": 0,
  "yosys_cells": 16,
  "syn_inst": 16,
  "clock_latency_ps": 240,
  "path_class": "reg -> out",
  "wl_met3_um": 57,
  "area_growth_pct": 50.7,
  "finalHoldViolations": 0,
  "timing.rr.start": "counter[1]",
  "antenna-diode-count": 0,
  "post-route-util_pct": 8.17,
  "rows": 21,
  "synth_seq_share_pct": 59.5,
  "p_leak_nw": 0.0872,
  "wl_met1_um": 154,
  "clockRootBuffer": "clkbuf_4",
  "power.density_mw_per_mm2": 1420,
  "openroad.warnings": 25,
  "min_period_ps": 1020,
  "core_mm2": 0.00342,
  "initCoreUtil_pct": 5.42,
  "postCtsSetupRepairBufs": 0,
  "critPathLaunchType": "flip-flop",
  "slew_viol_final": 0,
  "setup-violations-final": 0,
  "grt_pass1_wl_um": 565,
  "first_pass_iters": 2,
  "crit_fanout": 2,
  "cts_hold_buf": 0,
  "logic_area_um2": 71.3,
  "dp_hpwl_um": 219,
  "holdPathStages": 1,
  "cts_buffers": 3,
  "vias": 125,
  "cp_num_buf_inv": 1,
  "fin_setup_tns_ps": 0,
  "grt_overflow": 0,
  "ys_ff": 5,
  "top_layer": "met3",
  "numClockSinks": 5,
  "reg2reg_to": "counter[2]",
  "htreeDepth": 1,
  "chipArea_mm2": 0.00640,
  "layout_top_cell": "dfxtp_1",
  "required_ps": 880,
  "io_buffers": 1,
  "fin_crit_sh_pct": 93.1,
  "fp.dieH_um": 80,
  "viasPerCell": 1.87,
  "yosys-stat-area_um2": 185,
  "cts_buffer_depth": 2,
  "clock_skew_ps": 1.61,
  "tritoncts": "yes",
  "min_path_type": "reg -> reg",
  "antenna_found_initial": 0,
  "gp_congestion": 0.614,
  "critPathMaxStageDelay_ps": 370,
  "wl_um": 297,
  "min_to": "counter[0]",
  "worst_setup_path_end_kind": "output pin",
  "grt_max_degree": 6,
  "fillCellCount": 407,
  "drv_cap": 0,
  "outcome": "complete, no violations",
  "crit_start": "out",
  "avgSynthCellArea_um2": 11.6,
  "hp-start": "counter[0]",
  "critPathTopFamily": "flip-flops",
  "regArea_um2": 110,
  "reg2regPathDepth": 3,
  "worstPathArrival_ps": 800,
  "ios": 2,
  "wl_met2_um": 84,
  "layout-drive-gt1-share_pct": 19.0,
  "cp_cell_sequence": "clkdlybuf4s15_1",
  "die_w_um": 80,
  "peakVddDrop_mv": 0.541,
  "lay_top_cells": "4 x dfxtp_1, 3 x clkbuf_4, 2 x nor2_1",
  "gr-usage-all-layers_pct": 1.21,
  "maxSlewHeadroom_pct": 89.5,
  "routedWlPerCell_um": 4.43,
  "drt_iter0_drc": 2,
  "ff2ff_setup_slack_ps": 110,
  "first_global_vias": 133,
  "cts_resized": 2,
  "drc": 0,
  "fmax_mhz": 977,
  "synthesis.area_um2": 185
}
-- cell type report --
| cell class | count | share of cell area [%] |
|---|---|---|
| multi-input combinational | 10 | 25.6 |
| tap | 46 | 20.6 |
| inverter | 1 | 1.35 |
| timing repair buffer | 1 | 3.59 |
| sequential | 5 | 39.5 |
| clock buffer | 4 | 9.42 |
-- worst max-delay path by stage --
stage,end,slack (ps),depth (start not counted)
finish,FiveOut,80,1
global route,FiveOut,10,1
CTS,FiveOut,60,1
-- synth_stat cells, drive strengths merged --
| master | n | area, um^2 |
|---|---|---|
| edfxtp | 1 | 30.0 |
| o2bb2ai | 1 | 8.76 |
| a21bo | 1 | 10.0 |
| nor2b | 1 | 8.76 |
| nand2b | 1 | 6.26 |
| nand2 | 1 | 3.75 |
| o22ai | 1 | 6.26 |
| nor2 | 2 | 7.51 |
| ha | 1 | 12.5 |
| dfxtp | 4 | 80.1 |
| inv | 1 | 3.75 |
| o21a | 1 | 7.51 |
-- per-layer routing --
layer	vias to the layer above	global-route usage, %
met4	0	0.352
met1	54	1.27
li1	65	-
met3	0	1.82
met5	-	0
met2	6	1.20
-- state kept, by name, summed over array words and instances (netlist names) --
name,flops
counter,4
out,1
-- cells by family after synthesis --
kind of cell | synth area share [%]
AOI/OAI and AO/OA | 17.6
adders and majority gates | 6.76
buffers and inverters | 2.03
DFF | 59.5
and+or+nand+nor | 14.2
-- through the flow --
stage / power [mW] / hold WS, ps / std cells / worst slack, ps / area [um^2]
after floorplan: 0.190 / 417 / 16 / 198 / 185
after global placement: 0.190 / 429 / 63 / 64.4 / 253
after detailed placement: 0.190 / 439 / 63 / 74.4 / 253
after CTS: 0.404 / 449 / 67 / 56.6 / 279
after global routing: 0.440 / 483 / 67 / 11.1 / 279
final: 0.397 / 443 / 67 / 76.2 / 279
-- power by group --
group	total, mW	internal, mW	switching, mW
Combinational	0.0000000284	0	0
Sequential	0.187	0.187	0
Clock	0.210	0.137	0.0730
Power is estimated from default activity; no workload was simulated.
